[flow/run.sh]
#!/bin/bash
# OpenROAD 26Q1-2900-gdf79404cd8, Yosys 0.63+post, stock flow scripts
make -C /OpenROAD-flow-scripts/flow DESIGN_CONFIG=/design/flow/config.mk WORK_HOME=/design/flow/orfs finish
[flow/config.mk]
export PLATFORM = sky130hd
export DESIGN_NAME = binary_to_BCD
export DESIGN_NICKNAME = binary_to_BCD
export VERILOG_FILES = /design/flow/design.v
export SDC_FILE = /design/flow/constraint.sdc
export NUM_CORES = 4
export LEC_CHECK = 1
export CORE_UTILIZATION = 30
[flow/constraint.sdc]
current_design binary_to_BCD

set clk_period 1.0
set clk_io_pct 0.2

create_clock -name clk0 -period $clk_period [get_ports {clk}]

set non_clock_inputs [all_inputs -no_clocks]
set_input_delay [expr $clk_period * $clk_io_pct] -clock clk0 $non_clock_inputs
set_output_delay [expr $clk_period * $clk_io_pct] -clock clk0 [all_outputs]
[flow/design.v]
`timescale 1ns / 1ps
module add3(in,out);
input [3:0] in;
output [3:0] out;
reg [3:0] out;
always @ (in)
	case (in)
	4'b0000: out = 4'b0000;
	4'b0001: out = 4'b0001;
	4'b0010: out = 4'b0010;
	4'b0011: out = 4'b0011;
	4'b0100: out = 4'b0100;
	4'b0101: out = 4'b1000;
	4'b0110: out = 4'b1001;
	4'b0111: out = 4'b1010;
	4'b1000: out = 4'b1011;
	4'b1001: out = 4'b1100;
	default: out = 4'b0000;
	endcase
endmodule
`timescale 1ns / 1ps
module binary_to_BCD(
input [12:0] sum,
input clk,clr,neg,
output reg [3:0] ONES, TENS,
output reg [3:0] HUNDREDS,THOUSANDS
);
wire [3:0] c1,c2,c3,c4,c5,c6,c7,c8,c9,c10,c11,c12,c13,c14,c15,c16,c17,c18,c19,c20,c21,c22;
wire [3:0] d1,d2,d3,d4,d5,d6,d7,d8,d9,d10,d11,d12,d13,d14,d15,d16,d17,d18,d19,d20,d21,d22;
assign d1 = {1'b0,sum[12:10]};
assign d2 = {c1[2:0],sum[9]};
assign d3 = {c2[2:0],sum[8]};
assign d4 = {c3[2:0],sum[7]};
assign d5 = {c4[2:0],sum[6]};
assign d6 = {c5[2:0],sum[5]};
assign d7 = {c6[2:0],sum[4]};
assign d8 = {c7[2:0],sum[3]};
assign d9 = {c8[2:0],sum[2]};
assign d10 = {c9[2:0],sum[1]};
assign d11 = {1'b0,c1[3],c2[3],c3[3]};
assign d12 = {c11[2:0],c4[3]};
assign d13 = {c12[2:0],c5[3]};
assign d14 = {c13[2:0],c6[3]};
assign d15 = {c14[2:0],c7[3]};
assign d16 = {c15[2:0],c8[3]};
assign d17 = {c16[2:0],c9[3]};
assign d18 = {1'b0,c11[3],c12[3],c13[3]};
assign d19 = {c18[2:0],c14[3]};
assign d20 = {c19[2:0],c15[3]};
assign d21 = {c20[2:0],c16[3]};
assign d22 = {1'b0,c18[3],c19[3],c20[3]};
add3 m1(d1,c1);
add3 m2(d2,c2);
add3 m3(d3,c3);
add3 m4(d4,c4);
add3 m5(d5,c5);
add3 m6(d6,c6);
add3 m7(d7,c7);
add3 m8(d8,c8);
add3 m9(d9,c9);
add3 m10(d10,c10);
add3 m11(d11,c11);
add3 m12(d12,c12);
add3 m13(d13,c13);
add3 m14(d14,c14);
add3 m15(d15,c15);
add3 m16(d16,c16);
add3 m17(d17,c17);
add3 m18(d18,c18);
add3 m19(d19,c19);
add3 m20(d20,c20);
add3 m21(d21,c21);
add3 m22(d22,c22);
always@(posedge clk or posedge clr)begin
    if (clr)
        ONES <= 0;
    else     
        ONES <= {c10[2:0],sum[0]};
      end 
always@(posedge clk or posedge clr)begin
    if (clr)
        TENS <= 0;
    else     
        TENS <= {c17[2:0],c10[3]};
      end 
always@(posedge clk or posedge clr)begin
    if (clr)
        HUNDREDS <= 0;
    else     
        HUNDREDS <= {c21[2:0],c17[3]};
      end      
always@(posedge clk or posedge clr)begin
    if (clr)
        THOUSANDS <= 0;
    else if (neg) THOUSANDS <= 4'hf;
    else     
        THOUSANDS <= {c22[2:0],c21[3]};
      end  
endmodule
==> run summary <==
Die height = 105 µm
Grt total ovfl = 0
I/O pin count = 32
Core ar. = 10300 µm²
Asr flop ratio synth = 100%
Ant. Diodes = 0
Largest delay contributor family on the critical path = AND-OR/OR-AND gates
Cell-by-cell trace of the critical path = buf_12 > and4bb_1 > buf_6 > a311oi_2 > a31oi_2 > a211oi_1 > a21oi_2 > o2111a_1 > a311oi_2 > o311ai_2 > a41o_1 > a31o_4 > and4_1 > a2111oi_2 > a22oi_1
CP max stage cell = a211oi_1
Net Sw Power = 3.27 mW
Final GP Congestion = 0.926
CP max FO = 6
FP Util = 30.8%
Final core occ = 60.0%
Setup ws final = -2.22 ns
Most numerous logic cell after layout = buf_4
Final period utilization = 322%
Slew headroom = 67.6%
Share of cells above drive strength 1 = 58.0%
Log Warnings = 28
Post-detail-place hpwl = 7380 µm
CTS sink count = 16
Cell count after synthesis = 440
Measured slew at the worst slew-check pin = 0.480 ns
Initial antenna violation count = 0
Most frequent cells in the layout = 167 x buf_4, 32 x buf_6, 31 x nor2_1
CTS tree = done
Gr usage total = 19.1%
Post-synth top area cell = dfrtp_1
Net Sw Frac = 41.1%
Wire per inst = 14.7 µm
Max Root-Sink Buffers = 2
Crit path DAT = 3.34 ns
Logic pwr share = 83.0%
Synthesized area per cell = 7.23 µm²
Peak supply drop = 736 µV
CP Depth = 15
Worst Path Buf+Inv = 2
Count of buffers from port buffering = 31
Seq pwr share = 11.2%
Power Internal = 4.69 mW
Violated checks = negative setup slack
Row count = 37
Worst setup SP type = input pin
Post-synthesis register bit count = 16
FILL cells = 757
Min Tclk post-route = 3.22 ns
Root buf cell = clkbuf_8
Power density cells = 1290 nW/µm²
Dominant Register Cell = dfrtp_1
Largest type area fraction = 12.6%
Worst Path Required = 1.12 ns
Routed WL = 11400 µm
Max-slew violation count = 0
Mapped Area = 3180 µm²
Via count = 4357
H-tree depth = 1
Synth Seq Share = 12.6%
DR pass1 iterations = 4
Max Cap Viol = 0
Drt via density = 5.61
Outcome = complete, but fails checks
Setup crit end kind = flip-flop
Part of the power in the clock network = 5.8%
Max incr delay on CP = 0.33 ns
Yosys cell count = 440
Crit Path Category = in -> reg
Largest cells by area = dfrtp_1 13%, nor2_1 5.1%, a21oi_1 5.0%, o21ai_0 4.2%, nand2_1 4.1%
Yosys chip area = 3180 µm²
Min-Delay Path Class = in -> async
Die X-Extent = 105 µm
Netlist cell types = 94
Fin. Hold Viols = 0
First DRT Iteration DRCs = 192
RSZ-0062 raised after global routing = true
CTS clk-pin slew, worst paths = 0.06 ns
Setup violators final = 15
Chip Area = 11000 µm²
# hold bufs at CTS = 0
First-pass GRT wire length = 18100 µm
ANT nets after route = 0
Area grow syn2layout = 94.8%
Max Clock Freq = 311 MHz
YS warnings = 2
Vias in the first global route = 3977
Pin count of the biggest net entering global routing = 22
Leakage power = 2.54 nW
Cell mode on critical path = a311oi_2
Tot Pwr = 7.97 mW
Residual DRC = 0
Flip-flops with a built-in enable = 0
CTS Buf Count = 3
[cells by family (layout without fill, tap and decap cells)]
| kind of cell | after synthesis | count (layout) | synth area share [%] |
|---|---|---|---|
| fa+ha+maj | 3 | 3 | 0.944 |
| flops | 16 | 16 | 12.6 |
| xor+xnor | 6 | 6 | 1.65 |
| compound gates | 185 | 185 | 45.3 |
| simple gates | 170 | 170 | 28.6 |
| buf+inv | 53 | 254 | 8.73 |
| mux | 7 | 7 | 2.24 |
[Yosys cell counts (all sizes together), types with 5 or more instances]
master   number
nand3        13
o311ai        5
buf          23
nor2         43
a311oi        5
a2111oi       6
nand2        35
mux2i         6
nor3         10
or3           5
clkbuf       19
a31oi        17
dfrtp        16
a21oi        35
o211ai        7
a2bb2oi       5
a211oi        9
nand2b       14
a32oi         6
nor2b         9
o21ai        28
inv          10
o31ai         5
[sequential cells by signal (all words and copies together) (netlist names)]
signal and cells:
ONES 4, THOUSANDS 4, HUNDREDS 4, TENS 4
[power by group through the flow]
stage | sequential, mW | clock, mW | combinational (mW)
CTS | 0.896 | 0.469 | 5.60
global route | 0.927 | 0.503 | 7.06
finish | 0.894 | 0.462 | 6.61
[stage by stage]
stage | hold WS, ns | instances | setup slack, ns | TNS, ns | cell area (µm²)
after detailed placement | 0.530 | 727 | -3.11 | -43.29 | 4800
after floorplan | 0.114 | 440 | -2.34 | -30.33 | 3370
after CTS | 0.274 | 750 | -2.22 | -29.52 | 5490
after global placement | 0.527 | 727 | -3.05 | -42.54 | 4800
after global routing | 0.284 | 777 | -2.42 | -32.22 | 6190
final | 0.271 | 777 | -2.22 | -30.05 | 6190
[final cells by class]
class	count	area (µm²)	area share [%]
multi-input cells	371	3410	55.1
repair buffers	240	2130	34.4
flip-flops and latches	16	400	6.46
well taps	136	170	2.75
clock buffers	3	41.3	0.667
inverters	11	41.3	0.667
[layer usage]
| metal | part of all wire [%] | vias to the layer above | GRT usage [%] |
|---|---|---|---|
| met3 | 3.5 | 17 | 1.72 |
| met4 | 1.2 | 0 | 3.32 |
| li1 | - | 2132 | - |
| met5 | 0 | - | 0 |
| met1 | 48 | 2101 | 28.3 |
| met2 | 47 | 107 | 30.7 |
[tightest hold or removal path, stage by stage]
cell	delay (ns)
clkdlybuf4s50_1	0.40
inv_1	0.09
buf_12	0.15
[path summary, 6_finish.rpt]
kind / from / endpoint / slack, ns
max: sum[12] / HUNDREDS[1]$_DFF_PP0_ / -2.22
min: clr / ONES[0]$_DFF_PP0_ / 0.27
max in group asynchronous: clr / HUNDREDS[0]$_DFF_PP0_ / 0.60
min in group clk0: sum[0] / ONES[0]$_DFF_PP0_ / 0.39
[what timing repair did]
| action | CTS | global route |
|---|---|---|
| pin swaps | 35 | 49 |
| cloned | 2 | 3 |
| setup endpoints to repair | 31 | 21 |
| setup buffers | 18 | 27 |
| resized | 171 | 109 |
Power and IR drop assume default switching activity.
