--- /design/flow/config.mk ---
export PLATFORM = sky130hd
export DESIGN_NAME = seven
export DESIGN_NICKNAME = seven
export VERILOG_FILES = /design/flow/design.v
export SDC_FILE = /design/flow/constraint.sdc
export NUM_CORES = 4
export LEC_CHECK = 1
export CORE_UTILIZATION = 30
--- /design/flow/constraint.sdc ---
current_design seven

set clk_period 2.7
set clk_io_pct 0.2

create_clock -name clk0 -period $clk_period [get_ports {clk}]

set non_clock_inputs [all_inputs -no_clocks]
set_input_delay [expr $clk_period * $clk_io_pct] -clock clk0 $non_clock_inputs
set_output_delay [expr $clk_period * $clk_io_pct] -clock clk0 [all_outputs]
--- /design/flow/design.v ---
`timescale 1ns / 1ps
module seven(
    input clk,
    input clr,
    input [3:0] ONES,TENS,HUNDREDS,THOUSANDS,
    input blink_o,blink_t,blink_h,blink_th,
    output reg [6:0] seg,       
    output reg [3:0] scanf      
    );
    reg [3:0] one;
    reg [3:0] ten;
    reg [3:0] hundred;
    reg [3:0] thousand;
    reg [1:0] scan;    
    reg [16:0] count;    
    always @(posedge clk or posedge clr) begin
        if(clr) begin
            scan <= 0;
            count <= 0; 
        end
        else                                     
            if(count == 99999) begin        
                count <= 0;
                scan <=  scan + 1;
            end
            else
                count <=  count + 1;
    end
    always @(*) begin
        case(scan) 
            2'b00 :begin 
                if (blink_o) scanf = 4'b1110;
                else scanf = 4'b1111; end 
            2'b01 :begin 
                if (blink_t) scanf = 4'b1101;
                else scanf = 4'b1111; end   
            2'b10 :begin 
                if (blink_h) scanf = 4'b1011;  
                else scanf = 4'b1111; end  
            2'b11 :begin 
                if (blink_th) scanf = 4'b0111;   
                else scanf = 4'b1111; end  
        endcase
    end
    always @(*)
        case(scan)
            2'b00 : begin       
                        case(ONES)                       
                                4'h0: seg = 7'b0000001;
                                4'h1: seg = 7'b1001111;
                                4'h2: seg = 7'b0010010;
                                4'h3: seg = 7'b0000110;
                                4'h4: seg = 7'b1001100;
                                4'h5: seg = 7'b0100100;
                                4'h6: seg = 7'b0100000;
                                4'h7: seg = 7'b0001111;
                                4'h8: seg = 7'b0000000;
                                4'h9: seg = 7'b0000100;
                             default: seg = 7'b0000001;
                        endcase 
                    end
            2'b01 : begin    
                        case(TENS)
                                4'h0: seg = 7'b0000001;
                                4'h1: seg = 7'b1001111;
                                4'h2: seg = 7'b0010010;
                                4'h3: seg = 7'b0000110;
                                4'h4: seg = 7'b1001100;
                                4'h5: seg = 7'b0100100;
                                4'h6: seg = 7'b0100000;
                                4'h7: seg = 7'b0001111;
                                4'h8: seg = 7'b0000000;
                                4'h9: seg = 7'b0000100;
                              default: seg = 7'b0000001;
                            endcase
                    end
            2'b10 : begin     
                        case(HUNDREDS)
                                4'h0: seg = 7'b0000001;
                                4'h1: seg = 7'b1001111;
                                4'h2: seg = 7'b0010010;
                                4'h3: seg = 7'b0000110;
                                4'h4: seg = 7'b1001100;
                                4'h5: seg = 7'b0100100;
                                4'h6: seg = 7'b0100000;
                                4'h7: seg = 7'b0001111;
                                4'h8: seg = 7'b0000000;
                                4'h9: seg = 7'b0000100;
                              default: seg = 7'b0000001;
                            endcase                 
                    end
            2'b11 : begin      
                            case(THOUSANDS)
                                4'h0: seg = 7'b0000001;
                                4'h1: seg = 7'b1001111;
                                4'h2: seg = 7'b0010010;
                                4'h3: seg = 7'b0000110;
                                4'h4: seg = 7'b1001100;
                                4'h5: seg = 7'b0100100;
                                4'h6: seg = 7'b0100000;
                                4'h7: seg = 7'b0001111;
                                4'h8: seg = 7'b0000000;
                                4'h9: seg = 7'b0000100;
                                4'hf: seg = 7'b1111110;
                              default: seg = 7'b0000001;
                            endcase           
                    end
        endcase
endmodule
--- /design/flow/run.sh ---
#!/bin/bash
# OpenROAD 26Q1-2900-gdf79404cd8, Yosys 0.63+post, stock flow scripts
make -C /OpenROAD-flow-scripts/flow DESIGN_CONFIG=/design/flow/config.mk WORK_HOME=/design/flow/orfs finish
==> impl_metrics.env <==
# source this file to load flow results
export IMPL_worstMarginPinSlew_ps=677
export IMPL_dp_hpwl_um=3260
export IMPL_initCoreUtil_pct=31.2
export IMPL_syn_area_per_cell_um2=8.53
export IMPL_warnings=47
export IMPL_fp_dieW_um=80.8
export IMPL_slew_viol_final=0
export IMPL_cts_clk_slew_worst_paths_ps=70
export IMPL_vias=1707
export IMPL_placed_cells=339
export IMPL_clock_tree_root_cell="clkbuf_8"
export IMPL_io_pins=33
export IMPL_cts_sinks=19
export IMPL_top_cell_area_share_pct=25.6
export IMPL_lay_top_cells="buf_4, ha_1, dfrtp_1, clkdlybuf4s50_1"
export IMPL_async_flop_share_pct=100
export IMPL_cts_tree="done"
export IMPL_drt_total_wl_um=4080
export IMPL_synth_seq_cells=19
export IMPL_netlist_area_mm2=0.00186
export IMPL_hold_class="reg2reg"
export IMPL_grt_use_total_pct=13.2
export IMPL_grt_pass1_vias=1594
export IMPL_logic_area_mm2=0.00136
export IMPL_fin_crit_sh_pct=96.0
export IMPL_synthFlopType="dfrtp_1"
export IMPL_drv_cap=0
export IMPL_final_cell_count_no_fill=344
export IMPL_min_delay_path_depth=1
export IMPL_clockBufferDepth=2
export IMPL_hold_buffers=0
export IMPL_rr_worst_depth=5
export IMPL_routedWlPerCell_um=11.8
export IMPL_ys_area_mm2=0.00186
export IMPL_portBuffers=32
export IMPL_worstPathMaxFanout=5
export IMPL_n_antenna_cell=0
export IMPL_mostFrequentLayoutCell="buf_4"
export IMPL_startpoint_type="flop"
export IMPL_ys_seq_share_pct=25.6
export IMPL_setup_viol=0
export IMPL_insertion_delay_ps=250
export IMPL_power_density_mw_per_mm2=251
export IMPL_synth_adder_area_share_pct=18.8
export IMPL_drc=0
export IMPL_gp_congestion=0.866
export IMPL_fin_skew_ps=1.94
export IMPL_synth_top_cell_by_area="dfrtp_1"
export IMPL_nFillCells=588
export IMPL_chipHeight_um=80.8
export IMPL_yosys_warnings=1
export IMPL_synthXorXnorAreaFrac_pct=9.41
export IMPL_status="completed"
export IMPL_antenna_found_initial=0
export IMPL_first_pass_iters=4
export IMPL_cp_data_required_time_ps=2160
export IMPL_synthSimpleGateAreaFrac_pct=19.4
export IMPL_syn_to_final_growth_pct=34.9
export IMPL_drive_above_1_share_pct=21.9
export IMPL_detail_route_antenna_nets=0
export IMPL_final_util_pct=42.1
export IMPL_min_period_ps=2590
export IMPL_synth_edff_count=0
export IMPL_grt_start_max_net_pins=20
export IMPL_ir_worst_vdd_v=0.000278
export IMPL_grt_pass1_wl_um=6820
export IMPL_topCombFamilyByArea="simple AND/OR/NAND/NOR gates"
export IMPL_num_rows=28
export IMPL_synthCells=218
export IMPL_aoi_share_pct=17.1
export IMPL_synth_distinct_cells=41
export IMPL_crit_type="reg2out"
export IMPL_leakagePower_nw=1.11
export IMPL_max_slew_margin_pct=54.8
export IMPL_ys_cells=218
export IMPL_htreeDepth=1
export IMPL_hold_viol=0
export IMPL_cp_end_kind="primary output"
export IMPL_rsz0062_at_grt="no"
export IMPL_seq_area_um2=478
export IMPL_dieArea_mm2=0.00652
export IMPL_top_cells_by_area="dfrtp_1, ha_1, xnor2_1"
export IMPL_ys_sh_mux_pct=3.83
export IMPL_fmax_ghz=0.386
export IMPL_numCtsBuffers=3
export IMPL_crit_arrival_ps=2050
export IMPL_core_area_mm2=0.00596
export IMPL_via_per_inst=4.96
export IMPL_drt_initial_drc_count=65
export IMPL_overflow=0
[kinds of logic after synthesis]
group | after synthesis
AOI/OAI and AO/OA | 48
xor gates and xnor gates | 20
adders and majority gates | 28
buffers and inverters | 27
DFF | 19
muxes | 7
and+or+nand+nor | 69
[per-layer routing]
metal / up-vias / track usage (%) / wire length (µm)
met4: 0 / 1.96 / 38
li1: 873 / - / -
met1: 788 / 18.2 / 1900
met5: - / 0 / 0
met2: 42 / 22.8 / 1940
met3: 4 / 1.71 / 199
[synthesized netlist by cell type (2+ instances only)]
cell type  count
o22ai_1        3
ha_1          28
mux2i_1        6
o21ai_0       18
nor2_1        16
o211ai_1       3
a222oi_1       2
xnor2_1       12
o21bai_1       2
nand3_1        7
nand2b_1       4
dfrtp_1       19
nand4_1        5
nor4_1         3
o221a_2        2
clkbuf_1       6
nand2_1       16
o31a_1         2
nor3_1         4
a21oi_1        4
a211oi_1       4
buf_2          2
xor2_1         8
inv_1         18
and4_1         2
nor2b_1        6
a21boi_0       2
[worst max-delay path, stage by stage (launching register included)]
cell and delay (ps):
dfrtp_2 470, inv_4 100, ha_4 160, nor2b_4 190, nand3_1 120, o221a_2 150
o22ai_1 150, clkdlybuf4s50_1 470
[sequential cells by signal (all words and copies together), names as in the netlist]
signal  cells
count      17
scan        2
[worst paths after layout]
path	startpoint	to	slack, ps
max	scan[1]$_DFFE_PP0N_	seg[5]	110
min	count[0]$_DFF_PP0_	count[0]$_DFF_PP0_	510
max reg2reg	count[0]$_DFF_PP0_	scan[1]$_DFFE_PP0N_	920
min reg2reg	count[0]$_DFF_PP0_	count[0]$_DFF_PP0_	510
max in group asynchronous	clr	scan[1]$_DFFE_PP0N_	1540
min in group asynchronous	clr	count[0]$_DFF_PP0_	680
[layout make-up]
class | count | share of cell area (%)
Timing Repair Buffer | 56 | 18.3
Sequential cell | 19 | 19.0
Clock buffer | 4 | 1.79
Multi-Input combinational cell | 172 | 54.3
Tap cell | 75 | 3.74
Inverter | 18 | 2.79
[report_power, final]
part	switching [W]	internal [W]
clock network	0.0000860	0.000105
registers	0	0.000285
logic	0.0000712	0.0000830
total	0.000157	0.000472
[timing repair]
action / 4_1_cts / 5_1_grt
pin swaps: 5 / 3
endpoints found under the setup margin: 7 / 7
gates resized: 34 / 28
gates cloned: 0 / 0
setup buffers: 0 / 1
[stage by stage]
step / total power (W) / instance area [µm²] / setup TNS, ps / hold WS [ps] / worst slack [ps]
after floorplan: 0.000358 / 1860 / 0 / 464 / 781
after global placement: 0.000449 / 2410 / -1600 / 498 / -284
after detailed placement: 0.000448 / 2410 / -1660 / 499 / -284
after CTS: 0.000637 / 2470 / 0 / 509 / 0.714
after global routing: 0.000667 / 2510 / 0 / 524 / 9.20
final: 0.000629 / 2510 / 0 / 505 / 108
Power and IR drop assume default switching activity.
