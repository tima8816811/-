[./run.sh]
#!/bin/bash
# OpenROAD 26Q1-2900-gdf79404cd8, Yosys 0.63+post, stock flow scripts
make -C /OpenROAD-flow-scripts/flow DESIGN_CONFIG=/design/flow/config.mk WORK_HOME=/design/flow/orfs finish
[./constraint.sdc]
current_design control

set clk_period 4.2
set clk_io_pct 0.2

create_clock -name clk0 -period $clk_period [get_ports {clk}]

set non_clock_inputs [all_inputs -no_clocks]
set_input_delay [expr $clk_period * $clk_io_pct] -clock clk0 $non_clock_inputs
set_output_delay [expr $clk_period * $clk_io_pct] -clock clk0 [all_outputs]
[./config.mk]
export PLATFORM = sky130hd
export DESIGN_NAME = control
export DESIGN_NICKNAME = control
export VERILOG_FILES = /design/flow/design.v
export SDC_FILE = /design/flow/constraint.sdc
export NUM_CORES = 4
export LEC_CHECK = 1
export CORE_UTILIZATION = 40
[./design.v]
`timescale 1ns / 1ps
    module control(
    input clk,clr,Enter,U,LU,
    output reg [5:0] state,
    output reg rst,blink_o,blink_t,blink_h,blink_th
    );
    reg [5:0] next_state;
    reg [27:0] counter;
    parameter S_start = 5'd0,
              S_set_a = 5'd1,
              S_set_a_ten = 5'd2,
              S_set_a_hun = 5'd3,
              S_set_a_thun = 5'd4,
              S_set_b = 5'd5,
              S_set_b_ten = 5'd6,
              S_set_b_hun = 5'd7,
              S_set_b_thun = 5'd8,
              S_add = 5'd9,
              S_sub = 5'd10,
              S_mul =5'd12,
              S_sum = 5'd11,
              S_alu = 5'd13,
              S_a_s = 5'd14,
              S_a_t_s = 5'd15,
              S_a_h_s = 5'd16,
              S_a_th_s = 5'd17,
              S_b_s = 5'd18,
              S_b_t_s = 5'd19,
              S_b_h_s = 5'd20,
              S_b_th_s = 5'd21;
    always @(posedge clk or posedge clr)
        begin
            if (clr)
                state <= S_start;
            else
                state <= next_state;
        end       
    always @(*)
        begin
            next_state = S_start;
            rst=0;
                case(state)
                    S_start:
                        if ((Enter)||(U)||(LU))begin
                            next_state = S_set_a;
                            rst=1;
                            end
                        else begin
                            next_state = S_start;
                            rst=1;
                            end    
                    S_set_a:     
                        if (Enter) begin
                            next_state = S_set_b;
                        end  
                        else if (LU)begin
                            next_state = S_a_s;
                            end
                        else begin
                            next_state = S_set_a;
                        end
                    S_a_s:  next_state = S_set_a_ten;   
                    S_set_a_ten:
                        if (Enter) begin
                            next_state = S_set_b;
                        end  
                        else if (LU)begin
                            next_state = S_a_t_s;
                            end
                        else begin
                            next_state = S_set_a_ten;
                        end   
                    S_a_t_s: next_state = S_set_a_hun;    
                     S_set_a_hun:
                        if (Enter) begin
                            next_state = S_set_b;
                        end  
                        else if (LU)begin
                            next_state = S_a_h_s;
                            end
                        else begin
                            next_state = S_set_a_hun;
                        end
                    S_a_h_s: next_state = S_set_a_thun;  
                    S_set_a_thun:
                        if (Enter) begin
                            next_state = S_set_b;
                        end  
                        else if (LU)begin
                            next_state = S_a_th_s;
                            end
                        else begin
                            next_state = S_set_a_thun;
                        end 
                    S_a_th_s: next_state = S_set_a;  
                    S_set_b:     
                        if (Enter) begin
                            next_state = S_alu;
                        end  
                        else if (LU)begin
                            next_state = S_b_s;
                            end
                        else begin
                            next_state = S_set_b;
                        end
                    S_b_s:  next_state = S_set_b_ten; 
                    S_set_b_ten:
                        if (Enter) begin
                            next_state = S_alu;
                        end  
                        else if (LU)begin
                            next_state = S_b_t_s;
                            end
                        else begin
                            next_state = S_set_b_ten;
                        end   
                     S_b_t_s: next_state = S_set_b_hun;   
                     S_set_b_hun:
                        if (Enter) begin
                            next_state = S_alu;
                        end  
                        else if (LU)begin
                            next_state = S_b_h_s;
                            end
                        else begin
                            next_state = S_set_b_hun;
                        end
                    S_b_h_s: next_state = S_set_b_thun;
                    S_set_b_thun:
                        if (Enter) begin
                            next_state = S_alu;
                        end  
                        else if (LU)begin
                            next_state = S_b_th_s;
                            end
                        else begin
                            next_state = S_set_b_thun;
                        end      
                    S_b_th_s: next_state = S_set_b;
                    S_alu:
                        if ((U))begin 
                            next_state = S_add;
                            end   
                        else next_state = S_alu;
                    S_add:
                        if ((U))begin
                            next_state = S_sub;
                            end
                        else if (Enter)begin
                            next_state = S_sum;
                            end            
                        else  next_state = S_add;  
                    S_sub:
                        if ((U))begin
                            next_state = S_mul;
                            end  
                        else if (Enter)begin
                            next_state = S_sum;
                            end               
                        else  next_state = S_sub;
                    S_mul:
                        if ((U))begin
                            next_state = S_add;
                            end  
                        else if (Enter)begin
                            next_state = S_sum;
                            end               
                        else  next_state = S_mul;
                    S_sum:
                        if (Enter)begin
                            next_state = S_start;
                            end 
                        else  next_state = S_sum;          
            endcase
        end 
always @ (posedge clk or posedge clr)
    begin
        if (clr) begin
            counter <= 0;
            blink_o <= 0; 
            blink_t <= 0;
            blink_h <= 0;
            blink_th <= 0;   
            end
        else if ((state == S_set_a)||(state == S_set_b))begin
            if (counter == 26'd50000001) begin
            counter <= 0;
            blink_o <= ~blink_o; end    
            else begin
                counter <= counter + 1;
                blink_o <= blink_o;
                end
            end 
        else if ((state == S_set_a_ten)||(state == S_set_b_ten))begin
            if (counter == 26'd50000001) begin
            counter <= 0;
            blink_t <= ~blink_t; end    
            else begin
                counter <= counter + 1;
                blink_t <= blink_t;
                end
            end
        else if ((state == S_set_a_hun)||(state == S_set_b_hun))begin
            if (counter == 26'd50000001) begin
            counter <= 0;
            blink_h <= ~blink_h; end    
            else begin
                counter <= counter + 1;
                blink_h <= blink_h;
                end
            end
        else if ((state == S_set_a_thun)||(state == S_set_b_thun))begin
            if (counter == 26'd50000001) begin
            counter <= 0;
            blink_th <= ~blink_th; end    
            else begin
                counter <= counter + 1;
                blink_th <= blink_th;
                end
            end
         else begin
            counter <= 0;
            blink_o <= 1; 
            blink_t <= 1;
            blink_h <= 1;
            blink_th <= 1;   
            end                 
    end   		  
    endmodule
==> flow_summary.ini <==
; synthesis and place-and-route metrics
[status]
status = finished clean

[floorplanning]
placementRows = 28
design.die.area_mm2 = 0.00656
floorplan_stage_core_utilization_pct = 41.9
pin_count = 16
die-height_um = 81.0
floorplan.core_area_mm2 = 0.00596
die-width_um = 81.0

[clocking]
clock-root-buffer = sky130_fd_sc_hd__clkbuf_8
clkTransAtPathRegs_ps = 70
htree_levels = 2
insertion_delay_ps = 280
hold_buffers = 0
cts-root-to-sink-buffers = 2
post_cts_resized = 0
cts.repair_timing.setup_buffer_count = 0
clock_tree_from_tritoncts = yes
cts_sinks = 37
cts-buffers-inserted = 5

[pwr]
seq_power_share_pct = 40.4
p_leak_nw = 1.05
vdd.ir_drop.worst_mv = 0.287
net-switching-power_uw = 562
power.share.combinational_pct = 40.3
p_sw_share_pct = 43.9
clock_network_fraction_of_total_power_pct = 19.3
fin_total_pwr_mw = 1.28
internal_power_uw = 719
power_density_over_the_cells_mw_per_mm2 = 475

[synthesis]
syn_avg_cell_area_um2 = 9.46
synth.comb.largest_family = simple AND/OR/NAND/NOR gates
synthDistinctLibCells = 60
synth_compound_gate_area_share_pct = 11.8
yosysWarnings = 1
synthSimpleGateAreaFrac_pct = 33.8
synth-cells-yosys = 264
synth-seq-area-share_pct = 37.1
synth.ff_latch_count = 37
yosys.cell_count.top_type = sky130_fd_sc_hd__dfrtp_1
post-synth-top-area-cell = sky130_fd_sc_hd__dfrtp_1
synth-edff-count = 0
fa_ha_area_share_pct = 1.00
synth.top_cells.by_count = sky130_fd_sc_hd__dfrtp_1, sky130_fd_sc_hd__nor2_1, sky130_fd_sc_hd__xor2_1
post_synth_xor_area_fraction_pct = 9.47
synth.mux.area_fraction_pct = 0.401
synth.yosys.chip_area_mm2 = 0.00250
postSynth.topFlopCell = sky130_fd_sc_hd__dfrtp_1
synthArstFlopShare_pct = 100
synthCells = 264
cell_types_occupying_the_most_area_after_synthesis = sky130_fd_sc_hd__dfrtp_1, sky130_fd_sc_hd__nor2_4, sky130_fd_sc_hd__xor2_1
synth.top_cell.area_share_pct = 37.1
post_synth_instance_area_mm2 = 0.00250

[critical_path]
timing.critical_path.arrival_ps = 2060
worstPathRequired_ps = 3360
rr_worst_depth = 5
timing.rr.start = state[1]
setup.worst_path.end_class = output pin
cpLargestDelayFamily = simple AND/OR/NAND/NOR gates
path_class = reg -> out
worst_path_largest_cell_delay_ps = 640
timing.reg2reg.setup_slack_ps = 1910
critical_path.slowest_cell = sky130_fd_sc_hd__dfrtp_1
crit_buf_inv = 1
worst_setup_path_start_kind = flip-flop
r2r_end = counter[5]
cp_max_fo = 25
crit_chain = or3_1 -> nor3_1 -> clkdlybuf4s50_1

[detailed_routing]
drt_first_pass_iters = 4
detail_route.drc_violations = 0
initialDrtViolationCount = 162
vias = 1870
final_antenna_net_count = 0
drt_wl_total_mm = 4.61
avgViaCountPerCell = 5.44
average_wire_per_standard_cell_um = 13.4
antenna_cell_count = 0

[placed_design]
dp_hpwl_mm = 3.06
place_area_mm2 = 0.00261
port_buffers = 14
gp_congestion = 0.815

[grt]
antenna_found_initial = 0
first_pass_grt_wire_length_mm = 7.96
grt_util_met3_pct = 2.39
global_route.usage.met1_pct = 26.0
gr-total-overflow = 0
vias_in_the_first_global_route = 1704
globalRouteTotalUtil_pct = 15.5
busiest_layer = met1
grt_use_met2_pct = 22.1
grt_max_degree = 38

[timing]
finalHoldViolCount = 0
tns_ps = 0
finalClockSkew_ps = 6.04
setup_violations = 0
final-max-slew-violation-count = 0
max_freq_ghz = 0.344
max_slew_margin_pct = 52.9
post-route-min-period_ps = 2900
grt_setup_unrepaired = false
worst_margin_slew_ps = 707
fin_crit_sh_pct = 69.1
whs_ps = 472

[min_path]
timing.hold.worst.start = blink_t
holdPathEnd = blink_t
worstHoldPathType = reg -> reg
holdPathStages = 1

[cells_and_area]
area_growth_syn_to_layout_pct = 8.02
drive_above_1_share_pct = 14.9
final_cell_area_mm2 = 0.00270

[run]
timing.max_cap.violations = 0
openroad.warnings = 26
[placed cells by master (no fill, tap or decap), types with 3 or more instances in the layout]
cell type                         netlist  final
sky130_fd_sc_hd__dfrtp_1               37     37
sky130_fd_sc_hd__and3_1                 8      8
sky130_fd_sc_hd__nor2b_1                3      3
sky130_fd_sc_hd__clkdlybuf4s50_1        0     14
sky130_fd_sc_hd__xor2_1                20     20
sky130_fd_sc_hd__clkbuf_8               0      6
sky130_fd_sc_hd__a21oi_1                9      9
sky130_fd_sc_hd__xnor2_1                7      7
sky130_fd_sc_hd__nand4_1               11     11
sky130_fd_sc_hd__and4_1                 3      3
sky130_fd_sc_hd__nor2_4                19     19
sky130_fd_sc_hd__nand2b_1               6      6
sky130_fd_sc_hd__o21ai_0               11     11
sky130_fd_sc_hd__nor2_1                23     23
sky130_fd_sc_hd__nor3_1                 4      4
sky130_fd_sc_hd__nand3_1               14     14
sky130_fd_sc_hd__nor4_1                 3      3
sky130_fd_sc_hd__nand2_1               14     14
sky130_fd_sc_hd__inv_1                  8      8
[through the flow]
step / util, % / std cells / worst slack, ps
floorplan: - / 264 / 2440
global route: 45.3 / 344 / 1140
detailed placement: 43.8 / 337 / 1610
CTS: 45.3 / 344 / 1290
finish: 45.3 / 344 / 1300
global placement: 43.8 / 337 / 1660
[kinds of logic after synthesis]
family                   after synthesis
multiplexers                           1
AND/OR/NAND/NOR                      128
flip-flops                            37
XOR/XNOR                              27
adder cells (fa/ha/maj)                2
other                                  1
buffers and inverters                 25
AND-OR/OR-AND                         43
[layout make-up]
class	count	area (um^2)
Tap cell	75	93.8
Multi-Input combinational cell	202	1410
Clock buffer	7	86.3
Timing Repair Buffer	15	148
Fill cell	554	3260
Sequential cell	37	926
Inverter	8	30.0
[state kept, by name (all words and copies together) (netlist names)]
name,cells
blink_th,1
blink_o,1
blink_h,1
blink_t,1
state,5
counter,28
[routing by layer]
metal,routed length [um],vias up,share of wire [%]
met2,1950,42,42
li1,-,941,-
met4,35,0,0.76
met5,0,-,0
met1,2410,883,52
met3,208,4,4.5
[how the worst max path moves through the flow]
stage | start | to | slack, ps | cells after the start
4_1_cts | state[1] | rst | 1290 | 3
5_1_grt | state[1] | rst | 1140 | 3
6_report | state[1] | rst | 1300 | 3
[power groups by stage]
stage | clock network [mW] | logic [mW] | registers (mW)
after CTS | 0.260 | 0.524 | 0.515
final | 0.247 | 0.516 | 0.517
after global routing | 0.272 | 0.578 | 0.532
